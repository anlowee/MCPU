==> /design/flow/design.v <==
module RegDstMux(
    input [4:0] rt, rd,
    input [1:0] RegDst,
    output reg [4:0] A3);
    always @(*) begin
        case (RegDst)
            2'b00: A3 <= rt;
            2'b01: A3 <= rd;
            2'b10: A3 <= 5'b11111;
            default:    A3 <= rt;
        endcase
    end
endmodule
module ALUSrcMux(
    input [31:0] RD2, Imm32, ShamtImm32,
    input [1:0] ALUSrc,
    output reg [31:0] B);
    always @(*) begin
        case (ALUSrc) 
            2'b00:    B <= RD2;
            2'b01:    B <= Imm32;
            2'b10:    B <= ShamtImm32;
            2'b11:   B <= 32'b0;
            default:    B <= 32'b0;
        endcase
    end
endmodule
module ToRegMux(
    input [31:0] DataOut, PCPLUS4, ALUResult,
    input [1:0] ToReg,
    output reg [31:0] RFWD);
    always @(*) begin
        case (ToReg) 
            2'b00:    RFWD <= DataOut;   
            2'b01:   RFWD <= ALUResult;
            2'b10:   RFWD <= PCPLUS4;
            default:    RFWD <= 32'b0;
        endcase
    end
endmodule
module ALUSrcMux0(
    input [31:0] RD1, RD2,
    input ALUSrc0,
    output reg [31:0] A
);
    always @(*) begin
        case (ALUSrc0)
            1'b0:   A <= RD1;
            1'b1:   A <= RD2;
            default:    A <= RD1;
        endcase
    end
endmodule
module IorDMux(
    input [31:0] PC, DataAddr,
    input IorD,
    output reg [9:0] Addr
);
    always @(*) begin
        if (IorD == 1'b0)   
            Addr <= PC[9:0];
        else
            Addr <= DataAddr[9:0];
    end
endmodule
==> /design/flow/run.sh <==
#!/bin/bash
# OpenROAD 26Q1-2900-gdf79404cd8, Yosys 0.63+post, stock flow scripts
make -C /OpenROAD-flow-scripts/flow DESIGN_CONFIG=/design/flow/config.mk WORK_HOME=/design/flow/orfs finish
==> /design/flow/config.mk <==
export PLATFORM = sky130hd
export DESIGN_NAME = ToRegMux
export DESIGN_NICKNAME = ToRegMux
export VERILOG_FILES = /design/flow/design.v
export SDC_FILE = /design/flow/constraint.sdc
export NUM_CORES = 4
export LEC_CHECK = 1
export CORE_AREA = 10 10 76 76
export DIE_AREA = 0 0 86 86
==> /design/flow/constraint.sdc <==
current_design ToRegMux

set clk_period 2.8
set clk_io_pct 0.2

create_clock -name clk0 -period $clk_period

set non_clock_inputs [all_inputs -no_clocks]
set_input_delay [expr $clk_period * $clk_io_pct] -clock clk0 $non_clock_inputs
set_output_delay [expr $clk_period * $clk_io_pct] -clock clk0 [all_outputs]
==> job_summary.md <==
## PnR job results

| Metric | Value |
|---|---|
| Run status | finished, final reports clean |
| # Post-CTS Setup Buffers | 0 |
| CTS-repair resized insts | 0 |
| Int Pwr | 230 uW |
| Pre-CTS setup slack | 196 ps |
| Crit end category | output port |
| WP buf/inv | 3 |
| Sw Ratio | 0.257 |
| Clock Power Share | 0 |
| GRT met3 Usage | 0.0477 |
| Max Cap Violations | 0 |
| Sequential area share after synthesis | 0 |
| Final WS setup | 216 ps |
| Routed vias/inst | 4.52 |
| # Cells Yosys | between 70 and 80 |
| Met2 usage | 0.207 |
| Core Region | 4120 um^2 |
| Num ports | 130 |
| Crit Path Class | in -> out |
| Initial antenna violation count | 0 |
| ANT cells | 0 |
| Die area | 7400 um^2 |
| Vias in the first global route | 1,194 |
| GRT Residual Overflow | 0 |
| Sw power | 79.5 uW |
| Antenna Nets Post-Route | 0 |
| Final Slew Violations | 0 |
| Most numerous cell on the critical path | clkdlybuf4s50_1 |
| CP top delay family | buffers and inverters |
| First DRT Iteration DRCs | 7 |
| Per-cell routed wire length | 18.1 um |
| Gp weighted congestion | 0.747 |
| Cell Area, Synth | 787 um^2 |
| # rows | 23 |
| Most common logic cell in the routed design | clkdlybuf4s50_1 |
| YS chip area | 787 um^2 |
| Worst slew pin tran | 414 ps |
| Period utilization | 0.923 |
| DR DRC count | 0 |
| Reg area | 0 um^2 |
| PD cells | between 100 and 150 nW/um^2 |
| Clock buffers | 0 |
| Mapped Cells | around 77 |
| Mapped Avg Cell Area | between 10 and 15 um^2 |
| Setup TNS | 0 ps |
| Layout cells sized above 1 | 0.0850 |
| RSZ-0062 raised after global routing | no |
| Drt pass-1 iters | 3 |
| Die Ht | between 80 and 90 um |
| Met1 Resource Use GR | 0.112 |
| Finish-stage setup viols | 0 |
| Dominant logic cell types in the final layout | clkdlybuf4s50_1 (129), mux2i_1 (32), o2bb2ai_1 (22) |
| Synth cell types | 8 |
| CTS Hold Bufs | 0 |
| Peak VDD IR | 0.000101 V |
| Critical path's slowest cell | clkdlybuf4s50_1 |
| Crit path required time | approximately 2200 ps |
| Chip width | 86 um |
| Tmin final | 2580 ps |
| Hold Fails Final Rpt | 0 |
| Ys Warns | 1 |
| Lkg Pwr | between 0.7 and 0.8 nW |
| Tool Warnings | 32 |
| Dpl hpwl | roughly 4000 um |
| Crit path arrival time | just over 2000 ps |
| Busiest layer in global routing | met2 |
| CP startpoint kind | input port |
| Gate power share | 1.000 |
| Via count | 1,129 |
| Tot GR Track Use | 0.109 |
| Synth-to-layout area growth | 165% |
| Crit-path cells | clkdlybuf4s50_1, nor2b_4, buf_4, o2bb2ai_1, clkdlybuf4s50_1 |
| First-pass GRT wire length | 6590 um |
| Fp util | 0.191 |
| CP Max Fanout | 12 |
| Sequential power share | 0 |
| Total wire length | between 4000 and 5000 um |
| Pin count of the biggest net entering global routing | 33 |
| Worst hold path type | in -> out |
| Layout fillers | 381 |
| Rel. slew slack | 0.724 |
| Final sequential cell count | 0 |
| Fmax achieved | 387 MHz |
| Multi-input gate area | around 680 um^2 |
| CP max stage delay | 490 ps |
| Number of buffers added on ports | 130 |
-- kinds of logic after synthesis --
group / synth area share
mux: 0.407
simple gates: 0.0175
buf+inv: 0.140
compound gates: 0.436
-- routing by layer --
metal	vias up	wire length, um
met1	496	1620
met4	0	23
met2	66	2320
met5	-	0
met3	2	561
li1	565	-
-- Yosys cell counts --
cell type   n  area (um^2)
buf_2       1         5.00
mux2i_1    32          320
o2bb2ai_2  10          150
nor2b_4     1         13.8
clkbuf_1    2         7.51
buf_4       1         7.51
o2bb2ai_1  22          193
buf_6       8         90.1
-- area by class of cell --
cell class	count	share of cell area
multi-input cells	65	0.325
well taps	50	0.0300
repair buffers	135	0.645
-- power by group through the flow --
stage | Sequential [mW] | Combinational, mW | Clock (mW)
CTS | 0 | 0.316 | 0
global route | 0 | 0.333 | 0
finish | 0 | 0.309 | 0
-- final timing paths --
| kind | depth (start not counted) | from | to | slack (ps) |
|---|---|---|---|---|
| hold / removal | 5 | ToReg[1] | RFWD[1] | 1970 |
| setup / recovery | 5 | ToReg[0] | RFWD[14] | 220 |
-- metrics by stage --
stage	utilization	instance area (um^2)	hold slack (ps)	power, mW	cells
floorplan	-	787	1180	0.0902	77
global placement	0.507	2090	1980	0.311	250
detailed placement	0.507	2090	1980	0.314	250
CTS	0.507	2090	1980	0.316	250
global route	0.507	2090	2020	0.333	250
finish	0.507	2090	1970	0.309	250
No activity file was given, so power comes from the tool's default toggle rates.
