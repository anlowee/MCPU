[./config.mk]
export PLATFORM = sky130hd
export DESIGN_NAME = IR_MDR
export DESIGN_NICKNAME = IR_MDR
export VERILOG_FILES = /design/flow/design.v
export SDC_FILE = /design/flow/constraint.sdc
export NUM_CORES = 4
export LEC_CHECK = 1
export CORE_AREA = 10 10 86 86
export DIE_AREA = 0 0 96 96
[./constraint.sdc]
current_design IR_MDR

set clk_period 1.0
set clk_io_pct 0.2

create_clock -name clk0 -period $clk_period [get_ports {clk}]

set non_clock_inputs [all_inputs -no_clocks]
set_input_delay [expr $clk_period * $clk_io_pct] -clock clk0 $non_clock_inputs
set_output_delay [expr $clk_period * $clk_io_pct] -clock clk0 [all_outputs]
[./design.v]
module IR_MDR(
    input clk,
    input IRWr,
    input [31:0] InsIn,
    input [31:0] DataIn,
    output [31:0] InsOut,
    output [31:0] DataOut);
    reg [31:0] Ins, Data;
    assign InsOut = Ins;
    assign DataOut = DataIn;
    always @(posedge clk) begin
        if (IRWr)
            Ins <= InsIn;
    end
endmodule
[./run.sh]
#!/bin/bash
# OpenROAD 26Q1-2900-gdf79404cd8, Yosys 0.63+post, stock flow scripts
make -C /OpenROAD-flow-scripts/flow DESIGN_CONFIG=/design/flow/config.mk WORK_HOME=/design/flow/orfs finish
==> run summary <==
Total via count in the routed design - 625
Yosys warning tally - 1
NetSw - 546 µW
Worst voltage drop across the vdd grid - 716 µV
CP Launch Type - flip-flop
Fraction of layout instances using a drive strength above 1 - 37.4%
Relative contribution of the clock network to total power - 38.9%
Total global routing track utilization - 6.09%
Number of warnings in the stage logs - 27
Number of hold buffers added after cts - 0
CTS root buffer - clkbuf_8
Combinational gate area - 0 µm²
Min Clock Period, post-route - 981 ps
Number of global-route vias before repair - 675
Critical Path End Type - primary output
Largest net degree at the start of global routing - 25
Chip area in the Yosys report - 1200 µm²
Layout-stage area growth over the synthesis result - 39.5%
DRT Pass-1 Iters - 2
Fin Hold WS - 400 ps
FMAX - 1.02 GHz
Number of top-level pins - 130
Critical Path Fanout Max - 1
Post-detailed-route DRC marker count - 0
Vias per cell - 3.49
Clock tree from TritonCTS - done
Buffers and inverters on the worst path - 1
Placer's final routability congestion estimate - 0.790
Core region area - 5540 µm²
Antenna Diode Count - 0
H-tree depth - 2
Overall die width - 96 µm
Cells in synth_stat.txt - 64
Post-CTS clock slew at the launch and capture registers of the worst setup and hold paths - 60 ps
Total detailed-routing wirelength - 2870 µm
Longest individual stage delay on the worst path - 370 ps
Top cell excl fill/tap - clkdlybuf4s50_1
Effective utilization at floorplan - 21.7%
Number of sinks driven by the clock tree - 32
Routed WL per cell - 16.0 µm
Internal Power - 2500 µW
Core Rows - 27
Registers with the most flip-flops - Ins (32)
Number of pins with negative max-slew slack in the final report - 0
Post-synth regs - 32
Number of buffers on the longest clock path - 2
Area of the chip - 9220 µm²
Unrepaired setup endpoints after global routing - true
Worst slew margin - 90.5%
Commonest non-fill, non-tap cells in the layout - 33 x clkdlybuf4s50_1, 32 x edfxtp_1, 32 x buf_2, 5 x clkbuf_8, 2 x clkinv_1
Data arrival time at the worst-slack endpoint - 780 ps
Critical path type - flip-flop to primary output
Post-synth seq share - 80.0%
Slowest cell on crit path - edfxtp_1
Leakage power figure - 0.000636 µW
Critical-path cell list - buf_2
Seq pwr share - 52.9%
Global-route wire length before repair - 4000 µm
Req. time, crit path - 800 ps
Largest area contributor in the netlist - edfxtp_1
Switching part of the total power - 17.9%
Final Power - 3050 µW
Biggest area cells - edfxtp_1 80%, buf_4 20%
Number of flip-flops in the largest register - 32
Post-route fraction of the period consumed by the critical path - 98.1%
Top cell family by delay on the critical path - flip-flops
Avg Inst Size Synth - 18.8 µm²
Cell Pwr Density - 1820 nW/µm²
Sum of overflow across all layers after global routing - 0
Final setup vio count - 0
Relative contribution of combinational cells to total power - 8.2%
Largest register by flop count - Ins
Detailed Route Iter0 Violations - 2
Initial antenna violation count - 0
Number of distinct standard cells referenced by the synthesized netlist - 2
Total number of multi-input combinational cells - 0
Antenna viol nets, final - 0
Final-report hold violation count - 0
Path category of the worst min-delay check - primary input to primary output
Floorplan die height - 96 µm
Port Buffers - 65
Maxcap violations - 0
Slew at the pin closest to its max-slew limit - 142 ps
Status - finished, final reports clean
Share of the synthesized area in the top cell type - 80.0%
Number of buffers created by CTS - 5
Cell Area, Synth - 1200 µm²
Cell count after synthesis - 64
## per-layer routing
| metal | vias up | global-route usage, % | wire length, µm |
|---|---|---|---|
| met1 | 277 | 6.43 | 991 |
| met2 | 59 | 8.97 | 1300 |
| met5 | - | 0 | 0 |
| met3 | 10 | 5.42 | 520 |
| met4 | 0 | 1.35 | 55 |
| li1 | 279 | - | - |
## final timing paths
check	start	to	slack, ps	depth (start not counted)
hold / removal	DataIn[13]	DataOut[13]	400	0
setup / recovery	Ins[24]$_DFFE_PP_	InsOut[24]	20	1
## logic make-up (layout without fill, tap and decap cells)
logic type             after synthesis  count (layout)  synth area share (%)
flip-flops                          32              32                  80.0
buffers and inverters               32              75                  20.0
## power groups by stage
stage         registers, µW  clock network, µW  logic (µW)
CTS                    1610               1220         260
global route           1620               1300         275
finish                 1610               1180         249
## final cells by class
class / instances / area [µm²]
clock inverters: 3 / 37.5
flip-flops and latches: 32 / 961
repair buffers: 67 / 518
clock buffers: 5 / 68.8
well taps: 72 / 90.1
fillers: 571 / 3860
## synth_stat cells
cell,n
buf_4,32
edfxtp_1,32
## metrics by stage
stage	setup TNS (ps)	worst slack, ps	std cells	area, µm²	util [%]
after CTS	-10.6	-10.6	179	1680	30.2
after detailed placement	-7510	-241	171	1730	31.2
after global routing	-236	-34.8	179	1680	30.2
after floorplan	0	501	64	1200	-
final	0	19.4	179	1680	30.2
after global placement	-7220	-230	171	1730	31.2
## what timing repair did
action	4_1_cts	5_1_grt
gates resized	99	0
setup buffers	0	0
endpoints found under the setup margin	32	17
Power is estimated from default activity; no workload was simulated.
